==> /design/flow/design.v <==
module WSC(
	input  [639:0] VEPs_manhattan_distance,
	output [2:0] winner_x,
	output [2:0] winner_y
);
wire [5:0] s1 [31:0];
wire [5:0] s2 [15:0];
wire [5:0] s3 [7:0];
wire [5:0] s4 [3:0];
wire [5:0] s5 [1:0];
generate
	genvar a;
	wire [4:0] aa [31:0];
	for(a=0;a<32;a=a+1)begin:GEN1
		assign aa[a]=a;
		assign s1[a]=(VEPs_manhattan_distance[(10*(a*2+1))+:10]<VEPs_manhattan_distance[(10*(a*2))+:10])?((aa[a]<<1)+5'd1):(aa[a]<<1);
	end
endgenerate
generate
	genvar b;
	for(b=0;b<16;b=b+1)begin:GEN2
		assign s2[b]=(VEPs_manhattan_distance[(10*(s1[b*2+1]))+:10]<VEPs_manhattan_distance[(10*(s1[b*2]))+:10])?s1[b*2+1]:s1[b*2];
	end
endgenerate
generate
	genvar c;
	for(c=0;c<8;c=c+1)begin:GEN3
		assign s3[c]=(VEPs_manhattan_distance[(10*(s2[c*2+1]))+:10]<VEPs_manhattan_distance[(10*(s2[c*2]))+:10])?s2[c*2+1]:s2[c*2];
	end
endgenerate
generate
	genvar d;
	for(d=0;d<4;d=d+1)begin:GEN4
		assign s4[d]=(VEPs_manhattan_distance[(10*(s3[d*2+1]))+:10]<VEPs_manhattan_distance[(10*(s3[d*2]))+:10])?s3[d*2+1]:s3[d*2];
	end
endgenerate
generate
	genvar e;
	for(e=0;e<2;e=e+1)begin:GEN5
		assign s5[e]=(VEPs_manhattan_distance[(10*(s4[e*2+1]))+:10]<VEPs_manhattan_distance[(10*(s4[e*2]))+:10])?s4[e*2+1]:s4[e*2];
	end
endgenerate
assign winner_x=(VEPs_manhattan_distance[(10*(s5[1]))+:10]<VEPs_manhattan_distance[(10*(s5[0]))+:10])?s5[1][2:0]:s5[0][2:0];
assign winner_y=(VEPs_manhattan_distance[(10*(s5[1]))+:10]<VEPs_manhattan_distance[(10*(s5[0]))+:10])?s5[1][5:3]:s5[0][5:3];
endmodule
==> /design/flow/run.sh <==
#!/bin/bash
# OpenROAD 26Q1-2900-gdf79404cd8, Yosys 0.63+post, stock flow scripts
make -C /OpenROAD-flow-scripts/flow DESIGN_CONFIG=/design/flow/config.mk WORK_HOME=/design/flow/orfs finish
==> /design/flow/config.mk <==
export PLATFORM = sky130hd
export DESIGN_NAME = WSC
export DESIGN_NICKNAME = WSC
export VERILOG_FILES = /design/flow/design.v
export SDC_FILE = /design/flow/constraint.sdc
export NUM_CORES = 4
export LEC_CHECK = 1
export CORE_UTILIZATION = 50
==> /design/flow/constraint.sdc <==
current_design WSC

set clk_period 80.9
set clk_io_pct 0.2

create_clock -name clk0 -period $clk_period

set non_clock_inputs [all_inputs -no_clocks]
set_input_delay [expr $clk_period * $clk_io_pct] -clock clk0 $non_clock_inputs
set_output_delay [expr $clk_period * $clk_io_pct] -clock clk0 [all_outputs]
==> out/summary.txt <==
Global route total overflow = 0
Critical Path AT = 36.89 ns
Placeable core area = 0.07432 mm²
Setup Total Neg Slack = 0 ns
Yosys warning total = 1
Buf/Inv on CP = 9
Final Max Tran Viols = 0
Initial antenna violation count = 18
# resized after CTS = 0
First-pass GRT wire length = 254100 µm
Top delay family on crit path = AND-OR/OR-AND gates
DRC viols = 0
Slew headroom = 25.11%
Worst Hold Class = input pin to output port
Flip-flops = 0
IO Port Bufs = 646
CP startpoint kind = input pin
Final wirelength = 174400 µm
Vias in the first global route = 41200
Critical Path Max Stage Delay = 0.74 ns
Avg Cell Area, Syn = 6.545 µm²
Area reported by Yosys stat = 0.03749 mm²
Fmax = 18.84 MHz
Status = completed
Final Hold Viols = 0
Mapped Cells = 5728
RSZ-0062 raised after global routing = no
Biggest area consumer among synthesized cells = ha_1
Max-area cell share = 18.92%
Tool warning count = 39
Final critical-path share of the clock period = 65.60%
Yosys cell count = 5728
Worst Hold End = winner_y[2]
Post CTS Setup Buffer Count = 0
Avg WL per Cell = 24.64 µm
Die Width = 275.8 µm
Peak fanout along the critical path = 73
Gpl congestion = 1.126
Share of cells above drive strength 1 = 7.035%
Register area = 0 µm²
WHS Path Cells = 10
CP max-delay cell = and3_2
Area grow syn2layout = 19.68%
Setup violators final = 0
Number of clock buffer instances in the layout = 0
DR vias/cell = 6.616
Overall Global Routing Usage = 44.65%
CP Class = input pin to output port
Worst hold start = VEPs_manhattan_distance[240]
Post-synth cell types = 98
Most frequent cells in the layout = nand2_1 (726), nor2_1 (694), a21oi_1 (671)
Most numerous logic cell after layout = nand2_1
1st-pass router iterations = 7
Cell Area, Synth = 0.03749 mm²
Max Cap Viol = 0
I/O pins = 646
Crit end category = output port
Cts hold-fix bufs = 0
Worst path most repeated cell = a21oi_1
Placed wire-length estimate = 139600 µm
Detail Route Antenna Nets = 0
DR top layer = met5
WL met1 = 66930 µm
Fin crit period = 53.07 ns
Critical Path RT = 64.72 ns
FP Rows = 100
Die area = 0.07607 mm²
Routed vias = 46820
Maximum number of pins on one net before global-route repair = 155
Worst-Margin Slew = 1.116 ns
Chip height = 275.8 µm
Met2 Wirelength = 74940 µm
DRT iter0 DRCs = 5197
FP Util = 50.44%
Met3 WL = 18610 µm
Cell area leaders = ha_1 (19%), a21oi_1 (9.0%), a211oi_1 (8.0%), mux2i_1 (8.0%), nand2_1 (7.3%)
Sequential fraction of the synthesis area = 0%
cell usage after synthesis, types with 75 or more instances:
master / count
mux2_2: 156
nor2_1: 700
a31oi_1: 110
a211oi_1: 400
o21ai_0: 317
nand2_1: 727
nand4_1: 75
clkbuf_1: 313
mux2i_1: 299
nand3_1: 83
ha_1: 567
a21oi_1: 676
mux4_2: 75
inv_1: 357
per-layer routing:
layer  global-route usage (%)  vias to the layer above
li1                         -                    22240
met1                    57.59                    21030
met2                    67.17                     2888
met3                    9.878                      639
met4                    29.24                       16
met5                        0                        -
how the worst max path moves through the flow:
stage     cells past startpoint                         start           to
5_1_grt                      82  VEPs_manhattan_distance[267]  winner_x[1]
6_report                     81  VEPs_manhattan_distance[261]  winner_x[1]
4_1_cts                      81  VEPs_manhattan_distance[261]  winner_x[1]
metrics by stage:
stage | area, µm² | worst slack (ns) | hold WS [ns] | util [%] | cells
after global routing | 44860 | 26.39 | 34.37 | 60.36 | 7073
after floorplan | 37490 | 31.18 | 32.87 | - | 5728
after CTS | 44840 | 28.16 | 34.28 | 60.34 | 7067
final | 44860 | 27.83 | 34.29 | 60.37 | 7076
after global placement | 44840 | 28.38 | 34.25 | 60.34 | 7067
after detailed placement | 44840 | 28.20 | 34.26 | 60.34 | 7067
cell type report:
cell class,instances,area (µm²)
Inverter,360,1351
Antenna cell,9,22.52
Tap cell,969,1212
Multi-Input combinational cell,4986,34990
Fill cell,6963,29460
Timing Repair Buffer,752,7287
kinds of logic (layout without fill, tap and decap cells):
family | after synthesis | in the layout | synth area share [%]
AND-OR/OR-AND | 2052 | 2052 | 35.26
AND/OR/NAND/NOR | 1828 | 1828 | 20.76
buffers and inverters | 742 | 1112 | 7.506
adder cells (fa/ha/maj) | 567 | 567 | 18.92
multiplexers | 539 | 539 | 17.55
other | 0 | 9 | 0
