==> /design/flow/design.v <==
module register(
	input clk,
	input rst,
	input reg_write,
	input [5:0] src1_addr,
	input [5:0] src2_addr,
	input [5:0] write_addr,
	input [31:0] write_data,
	output reg [31:0] src1,
	output reg [31:0] src2
);
reg [31:0] REG_FILE[63:0];
integer i;
always@(posedge clk or posedge rst)
	if(rst)
		src1<=32'b0;
	else if(!reg_write)
		src1<=REG_FILE[src1_addr];
	else
		src1<=src1;
always@(posedge clk or posedge rst)
	if(rst)
		src2<=32'b0;
	else if(!reg_write)
		src2<=REG_FILE[src2_addr];
	else
		src2<=src2;
always@(posedge clk or posedge rst)
	if(rst)
		for (i=0;i<=63;i=i+1)
			REG_FILE[i]<=32'b0;
	else if(reg_write)
		REG_FILE[write_addr]<=write_data;
	else
		for (i=0;i<=63;i=i+1)
			REG_FILE[i]<=REG_FILE[i];
endmodule
==> /design/flow/run.sh <==
#!/bin/bash
# OpenROAD 26Q1-2900-gdf79404cd8, Yosys 0.63+post, stock flow scripts
make -C /OpenROAD-flow-scripts/flow DESIGN_CONFIG=/design/flow/config.mk WORK_HOME=/design/flow/orfs finish
==> /design/flow/config.mk <==
export PLATFORM = sky130hd
export DESIGN_NAME = register
export DESIGN_NICKNAME = register
export VERILOG_FILES = /design/flow/design.v
export SDC_FILE = /design/flow/constraint.sdc
export NUM_CORES = 4
export LEC_CHECK = 1
export CORE_UTILIZATION = 40
==> /design/flow/constraint.sdc <==
current_design register

set clk_period 2.9
set clk_io_pct 0.2

create_clock -name clk0 -period $clk_period [get_ports {clk}]

set non_clock_inputs [all_inputs -no_clocks]
set_input_delay [expr $clk_period * $clk_io_pct] -clock clk0 $non_clock_inputs
set_output_delay [expr $clk_period * $clk_io_pct] -clock clk0 [all_outputs]
==> notes.md <==
The synthesis and PnR run went through. At the end of routability-driven placement, the weighted congestion stood at 1.22. The number of antenna violations at the first check in global routing is 194. In the global route stage, met3 resource usage came out at 60.5%. Buffer count from post-CTS setup fixing landed at 0. Summed over all nets, the half-perimeter wirelength after detailed placement is 614 mm. TritonCTS sink count landed at 2112.

Largest vdd supply drop landed at 0.565 mV. Number of endpoints failing setup at the final stage landed at 3. Clock network fraction of total power landed at 41.0%.

From bottom edge to top edge, the die measures 515 µm. For this run, the detailed router reports a per-instance via density of 8.15. Total number of warnings across the stage logs landed at 28.

Number of buffers created by CTS landed at 246. Total negative slack for setup checks landed at -0.135 ns. Post-synthesis async set-or-reset flop share landed at 100%. STA shows the worst reg2reg path with a cell count of 7.

Synthesis warning total landed at 2. Final critical-path required period landed at 2.97 ns. Minimum setup slack after placement landed at -0.790 ns. Number of DRC markers after the initial detailed-route iteration landed at 16700. In this run the critical path is formed by buf_4, nand2b_2, nor3_2, buf_4, buf_12, a22oi_1, nand3_1, nor4_1, a21oi_1. Sorting the Yosys area breakdown by cell type puts at the top sky130_fd_sc_hd__dfrtp_1.

Looking at the clock tree report, the root buffer type is sky130_fd_sc_hd__clkbuf_16. Leakage component of the power landed at 63.7 nW. Initial core utilization landed at 40.4%. According to the hold report, the worst path is of the in2async type. Number of standard cells in the final layout excluding fillers landed at 13900. Setup repair after global routing left no endpoint under its margin. Ratio of cells with drive above 1 in the final layout landed at 44.8%. In this design, the largest share of critical-path delay is due to simple AND/OR/NAND/NOR gates.

Among all stages on the critical path, the maximum delay recorded is 1.37 ns. Number of remaining DRC errors landed at 0. Per the cell usage report, the commonest logic cell in the layout is sky130_fd_sc_hd__dfrtp_1. Count of maximum capacitance violations landed at 1. Looking at the critical path, the highest net fanout was 13.

Internal power landed at 57.4 mW. The via count of the first global-routing pass came to 103000. Clock tree buffer depth landed at 4.

The floorplan has 187 rows. Number of top-level design ports landed at 117. Total congestion overflow landed at 0.

Per report_power, the sequential group accounts for 46.6% of the total. In the synthesized netlist, the number of instances is 8657. In the synthesized netlist the dominant register cell turns out to be sky130_fd_sc_hd__dfrtp_1. Post-synth tally of flip-flops with integrated enable landed at 0.

The critical path contains buffers and inverters numbering 3 combined. Global routing used 68.9% of the available tracks across all layers. Area overhead of the layout relative to synthesis landed at 31.9%. Data on the critical path arrives at its endpoint at 3.84 ns.

For this run, global-route usage on met2 was measured as 79.3%. Sequential fraction of the synthesis area landed at 50.3%. Total number of cells along the worst setup path landed at 9. The global routing stage identified its most utilized layer as met2.

Net switching power figure landed at 24.4 mW. Across all layers, the routed design uses 113000 vias. Share of the clock period used by the worst path after layout landed at 103%. Entering global routing, the biggest net connects 87 pins. Per STA, the library cell used most along the worst path is sky130_fd_sc_hd__buf_4. Cells fill 53.2% of the core in the end. Power density over the cells landed at 590 nW/µm².

For this sky-water flow run, the detailed-routed wirelength per cell is reported as 63.2 µm. Overall chip area landed at 265000 µm². The final reports fail on capacitance limit, slew limit, setup timing. Count of buffers inserted at the top-level ports landed at 116.

The worst setup path is launched from an input pin. Chip area in the Yosys report landed at 105000 µm². Insertion delay to the later sink of the worst-skew pair landed at 1.01 ns. In this run the remaining antenna-violating nets after routing total 0.

The critical path is of the in2reg type. Across all setup checks in the final design, the least slack found is -0.0731 ns. H-tree depth landed at 4. Of the total power, the share spent switching nets is 29.8%.

The top cell type by area accounts for 50.3% of the synthesized area. TritonCTS built the clock tree. Combinational logic burns 12.4% of the power. STA classifies the critical path endpoint as a register. Number of iterations in the first detailed-routing pass landed at 14. Per the Yosys statistics, synthesis produced 8657 cells. Measured against its own limit, the worst slew margin works out to -11.4%.

For this run, the top clock speed supported by timing is 336 MHz. Total wire length after detailed routing landed at 878 mm. Global routing used 71.3% of the available met1 tracks. For reference, the final report shows the hold violation count at 0.

Counting tap cells, the placed design contains a total of 13100 instances. Actual slew at the worst max-slew pin landed at 1.66 ns. After synthesis, the cell types taking the most area are sky130_fd_sc_hd__dfrtp_1, sky130_fd_sc_hd__mux2_2, sky130_fd_sc_hd__a22oi_1.

Number of different library cells in the post-synthesis netlist landed at 84. Post-synthesis instance area landed at 105000 µm². The critical path endpoint has a required time of 3.77 ns. Across the routed clock network, the largest skew measured is 0.0601 ns. The slowest stage of the critical path belongs to the cell sky130_fd_sc_hd__nor3_2. On the reported timing paths, the clock transition at the registers reads 0.06 ns. By instance count after routing, the leading logic cell types are sky130_fd_sc_hd__dfrtp_1, sky130_fd_sc_hd__mux2_2, sky130_fd_sc_hd__a22oi_1.

In this run, synthesis produced a sequential element count of 2112. The first global-routing pass estimated 1110 mm of wire. Horizontal die dimension landed at 515 µm. The core region is 260000 µm². Synthesized area per cell landed at 12.1 µm². The run finished, with violations left.

The final timing report lists a max-slew violation count of 5.
[path summary, 6_finish.rpt]
check,from,to,slack (ns)
hold / removal,rst,REG_FILE[22][23]$_DFFE_PP0P_,0.06
min in group clk0,write_data[8],REG_FILE[30][8]$_DFFE_PP0P_,0.11
setup reg to reg,REG_FILE[7][31]$_DFFE_PP0P_,src1[31]$_DFFE_PP0N_,-0.04
hold reg to reg,REG_FILE[50][22]$_DFFE_PP0P_,REG_FILE[50][22]$_DFFE_PP0P_,0.52
setup / recovery,src2_addr[5],src2[12]$_DFFE_PP0N_,-0.07
max in group asynchronous,rst,REG_FILE[54][24]$_DFFE_PP0P_,1.66
[cell type report]
type	count	area (µm²)
Timing Repair Buffer	1836	22400
Antenna cell	372	931
Clock inverter	99	1350
Clock buffer	336	7080
Tap cell	3496	4370
Fill cell	21700	122000
Sequential cell	2112	52900
Inverter	4	21.3
Multi-Input combinational cell	5636	49700
[power groups by stage]
stage	Combinational [mW]	Sequential, mW	Clock [mW]
CTS	9.60	37.6	33.2
global route	10.3	38.1	34.2
finish	10.1	38.1	33.5
[worst register-to-register path, cell delays in order, from the launching register on]
cell and delay, ns:
sky130_fd_sc_hd__dfrtp_1 0.66, sky130_fd_sc_hd__and3_1 0.47, sky130_fd_sc_hd__a2111oi_1 0.64, sky130_fd_sc_hd__buf_2 0.29, sky130_fd_sc_hd__buf_4 0.13, sky130_fd_sc_hd__nand3_1 0.06
sky130_fd_sc_hd__nor4_1 0.45, sky130_fd_sc_hd__a21oi_1 0.13
[sequential cells by signal (all words and copies together), names as in the netlist]
name / count
src1: 32
src2: 32
REG_FILE: 2048
[per-layer routing]
| metal | vias to the layer above | part of all wire, % |
|---|---|---|
| li1 | 36800 | - |
| met2 | 14100 | 36 |
| met4 | 206 | 13 |
| met1 | 56200 | 31 |
| met5 | - | 0.86 |
| met3 | 5933 | 19 |
[cells by family after synthesis]
group / Yosys count / synth area share (%)
compound gates: 2012 / 14.3
simple gates: 1445 / 8.36
mux: 2179 / 23.2
flops: 2112 / 50.3
buf+inv: 909 / 3.80
[per-stage QoR]
stage	instance area, µm²	hold slack, ns	total power [mW]
6_report	139000	0.0596	81.8
5_1_grt	138000	0.0982	82.6
4_1_cts	138000	0.0459	80.4
3_5_place_dp	129000	0.501	47.6
3_3_place_gp	129000	0.496	47.5
2_1_floorplan	105000	0.468	41.5
[cell usage after synthesis (26+ instances only)]
library cell,number
sky130_fd_sc_hd__dfrtp_1,2112
sky130_fd_sc_hd__mux2_2,2048
sky130_fd_sc_hd__a22oi_1,1452
sky130_fd_sc_hd__clkbuf_1,413
sky130_fd_sc_hd__and3_1,390
sky130_fd_sc_hd__nand4_1,299
sky130_fd_sc_hd__buf_2,267
sky130_fd_sc_hd__nand3_1,186
sky130_fd_sc_hd__a21oi_1,178
sky130_fd_sc_hd__buf_1,173
sky130_fd_sc_hd__nor4_1,155
sky130_fd_sc_hd__a2111oi_0,114
sky130_fd_sc_hd__mux2i_1,98
sky130_fd_sc_hd__nand2_1,94
sky130_fd_sc_hd__nor2_1,93
sky130_fd_sc_hd__o22ai_1,65
sky130_fd_sc_hd__a22o_1,60
sky130_fd_sc_hd__nor3_1,59
sky130_fd_sc_hd__buf_4,37
sky130_fd_sc_hd__a32oi_1,34
sky130_fd_sc_hd__a222oi_1,31
sky130_fd_sc_hd__mux2_1,31
sky130_fd_sc_hd__nor2_2,26
[timing repair]
item | in CTS | in global routing
hold endpoints to repair | 4 | 0
resized | 0 | 1
setup endpoints to repair | 0 | 1
hold buffers | 2 | 0
No activity file was given, so power comes from the tool's default toggle rates.
