`design/flow/config.mk`:
```
export PLATFORM = sky130hd
export DESIGN_NAME = top
export DESIGN_NICKNAME = top
export VERILOG_FILES = /design/flow/design.v
export SDC_FILE = /design/flow/constraint.sdc
export NUM_CORES = 4
export LEC_CHECK = 1
export CORE_UTILIZATION = 40
```
`design/flow/run.sh`:
```
#!/bin/bash
# OpenROAD 26Q1-2900-gdf79404cd8, Yosys 0.63+post, stock flow scripts
make -C /OpenROAD-flow-scripts/flow DESIGN_CONFIG=/design/flow/config.mk WORK_HOME=/design/flow/orfs finish
```
`design/flow/constraint.sdc`:
```
current_design top

set clk_period 18.9
set clk_io_pct 0.2

create_clock -name clk0 -period $clk_period [get_ports {clk}]

set non_clock_inputs [all_inputs -no_clocks]
set_input_delay [expr $clk_period * $clk_io_pct] -clock clk0 $non_clock_inputs
set_output_delay [expr $clk_period * $clk_io_pct] -clock clk0 [all_outputs]
```
`design/flow/design.v`:
```
module top(
	input clk,
	input rst,
	input set_reg,
	input color_val,
	input data_val,
	input [23:0] color,
	input [23:0] data,
	output reg [9:0] d,
	output reg [2:0] index
);
reg [23:0] color_reg [7:0];
reg [2:0] counter,counter_reg,clk_num;
reg data_val_flag;
reg [23:0] data_reg;
reg [7:0] blue,green,red;
integer i;
always@(*)
	if(data_val && color_reg[counter][23:16]<=data[23:16])
		blue=data[23:16]-color_reg[counter][23:16];
	else if(data_val_flag && color_reg[counter][23:16]<=data_reg[23:16])
		blue=data_reg[23:16]-color_reg[counter][23:16];
	else if(data_val && color_reg[counter][23:16]>=data[23:16])
		blue=color_reg[counter][23:16]-data[23:16];
	else if(data_val_flag && color_reg[counter][23:16]>=data_reg[23:16])
		blue=color_reg[counter][23:16]-data_reg[23:16];
	else
		blue=8'b0;
always@(*)
	if(data_val && color_reg[counter][15:8]<=data[15:8])
		green=data[15:8]-color_reg[counter][15:8];
	else if(data_val_flag && color_reg[counter][15:8]<=data_reg[15:8])
		green=data_reg[15:8]-color_reg[counter][15:8];
	else if(data_val && color_reg[counter][15:8]>=data[15:8])
		green=color_reg[counter][15:8]-data[15:8];
	else if(data_val_flag && color_reg[counter][15:8]>=data_reg[15:8])
		green=color_reg[counter][15:8]-data_reg[15:8];
	else
		green=8'b0;
always@(*)
	if(data_val && color_reg[counter][7:0]<=data[7:0])
		red=data[7:0]-color_reg[counter][7:0];
	else if(data_val_flag && color_reg[counter][7:0]<=data_reg[7:0])
		red=data_reg[7:0]-color_reg[counter][7:0];
	else if(data_val && color_reg[counter][7:0]>=data[7:0])
		red=color_reg[counter][7:0]-data[7:0];
	else if(data_val_flag && color_reg[counter][7:0]>=data_reg[7:0])
		red=color_reg[counter][7:0]-data_reg[7:0];
	else
		red=8'b0;
wire [9:0] result_data=blue+green+red;
always@(posedge clk or posedge rst)
	if(rst)
		for(i=0;i<=7;i=i+1)
			color_reg[i]<=24'b0;
	else if(set_reg && color_val)
		color_reg[counter]<=color;
	else
		for(i=0;i<=7;i=i+1)
			color_reg[i]<=color_reg[i];
always@(posedge clk or posedge rst)
	if(rst)
		counter<=3'b0;
	else if(set_reg && color_val && ~&counter)
		counter<=counter+3'b1;
	else if(data_val_flag && counter!=3'b0)
		counter<=counter-3'b1;
	else if(&clk_num)
		counter<=counter_reg;
	else
		counter<=counter;
always@(posedge clk or posedge rst)
	if(rst)
		counter_reg<=3'b0;
	else if(data_val)
		counter_reg<=counter;
	else
		counter_reg<=counter_reg;
always@(posedge clk or posedge rst)
	if(rst)
		clk_num<=3'b0;
	else if(data_val_flag)
		clk_num<=clk_num+3'b1;
	else
		clk_num<=clk_num;
always@(posedge clk or posedge rst)
	if(rst)
		data_val_flag<=1'b0;
	else if(data_val)
		data_val_flag<=1'b1;
	else if(&clk_num)
		data_val_flag<=1'b0;
	else
		data_val_flag<=data_val_flag;
always@(posedge clk or posedge rst)
	if(rst)
		data_reg<=24'b0;
	else if(data_val)
		data_reg<=data;
	else
		data_reg<=data_reg;
always@(posedge clk or posedge rst)
	if(rst)
		d<=10'b0;
	else if(data_val)
		d<=result_data;
	else if(data_val_flag && d>=result_data)
		d<=result_data;
	else
		d<=d;
always@(posedge clk or posedge rst)
	if(rst)
		index<=3'b0;
	else if(data_val)
		index<=counter;
	else if(data_val_flag && d>=result_data)
		index<=counter;
	else
		index<=index;
endmodule
```
==> notes.md <==
On the backend side, the flow ran end to end.

Dividing the final minimum period by the clock period gives between 40 and 50%. The area of the multi-input gates stands at just under 0.009 mm2. The script logs the mean routed wire length per placed instance as a little under 20 um. After synthesis, the share of flip-flops with an asynchronous set or reset is roughly 100%.

In this run the tool buffered the top-level ports with roughly 65 buffer cells. The maximum number of pins on one net before global-route repair stands at ~84. Buffers inserted to repair hold after CTS numbered 0. The endpoint identified for the worst register-to-register timing path is index[1]$_DFFE_PP0P_. Once detailed placement completed, the half-perimeter wirelength came to ~27000 um. The share of the core area taken by cells at floorplan is 40.9%. The path with the worst hold slack has its endpoint at clk_num[0]$_DFFE_PP0P_. The first global-routing pass estimated 62100 um of wire. The final critical-path required period stands at just over 9000 ps. Warnings reported by Yosys during synthesis add up to 2. The cell count after synthesis came out at around 1500. The share of the core filled with cells in the final layout stands at between 40% and 50%.

The post-CTS setup buffer count stands at 0. The chip area from the yosys synthesis statistics stands at roughly 0.015 mm2. The launch point of the worst min-delay path is recorded as clk_num[0]$_DFFE_PP0P_. The fraction of final layout cells sized beyond drive strength 1 stands at between 10% and 20%.

The sequential cell area stands at between 0.005 and 0.006 mm2. The timing report gives the worst reg2reg path a setup slack of roughly 11000 ps. The synthesis-to-layout area growth stands at 11.9%. The synthesized netlist devotes 7.20% of its cell area to simple gates.

The number of cells reported by Yosys stat comes to around 1500. The min-delay analysis places its worst path in the category reg2reg. At the end of routability-driven placement, the weighted congestion stood at 0.963.

Before any placement, the netlist area is recorded as between 0.015 and 0.02 mm2. The clock net in this run drives a total of around 240 sinks. The number of DRC markers in iteration 0 stands at a little over 600. The chip footprint stands at ~0.04 mm2. The transition time recorded at the tightest slew-check pin is 717 ps. The clock latency of the later-clocked register in the worst-skew pair stands at 560 ps. The largest clock skew in the final design stands at approximately 13 ps.

The number of flip-flops in the largest register stands at approximately 190. The worst register-to-register path begins at counter[1]$_DFFE_PP0P_. The max capacitance violation total stands at 0. For this run, the detailed router's first-pass iteration total came to 6. The arithmetic-cell share of the synthesized area counting full adders, half adders and majority gates stands at 12.1%. The number of logged tool warnings stands at 72.

The total vias in the final route stands at approximately 11000. STA classifies the critical path startpoint as a primary input. The cell sitting at the root of the clock tree is a sky130_fd_sc_hd__clkbuf_16. The via count of the first global-routing pass stands at around 11000. Per the CTS log, the maximum H-tree level is 1.

The number of filler instances in the final layout stands at roughly 3500. The arrival time reported for the critical path endpoint stands at ~9700 ps. In the global route stage, overall resource usage came out at between 20% and 30%.

The floorplan step set the die height to 199 um. The clock passes through at most 3 buffers. The routed design has between 30000 and 40000 um of wire. STA puts the critical path data required time at roughly 19000 ps. The die width stands at 199 um. The total CTS buffers stands at 27. The worst setup path is of the in2reg kind.

roughly 66 I/O pins were placed. Sequential elements use between 30% and 40% of the synthesized area. Logic depth along the worst register-to-register path is recorded as 30. The number of design rule violations left after detail routing stands at 0. Setup repair after global routing left no endpoint under its margin. The area fraction in mux cells stands at 15.3%. The highest clock rate stands at approximately 110 MHz.

Per the synth stats, the flop cell with the highest instance count is sky130_fd_sc_hd__dfrtp_1. The final global-route overflow total stands at 0. The via count normalized by instance count stands at roughly 5.5. The run finished with clean final reports. The number of hold-slack violations in the final timing report stands at 0.

The number of gates resized after CTS was 0. The core region is 0.0378 mm2. The number of enable flip-flop cells stands at 0.

In this run the worst path has a maximum fanout of 13. For reference, the clock transition at the flip-flops on the worst setup and hold paths is about 50 ps. The register bit count reported by yosys stands at around 240.

The worst setup path is captured at a flip-flop. In the hold timing report, the worst path depth is 1. The floorplan has between 70 and 80 rows. The cell-mix breakdown from Yosys lists the compound-gate area share as 17.1%. The average cell area after synthesis stands at about 11 um2.

The repair_antennas step left the layout with diodes totalling 0. The end-of-flow timing check tallies setup violations at 0. The number of distinct standard cells referenced by the synthesized netlist stands at between 70 and 80. Nets still carrying antenna violations after routing amount to 0.

The cell-mix breakdown from Yosys lists the XOR/XNOR area share as about 4.2%. Setup total negative slack on the finished layout was measured at 0 ps. Grouping non-sequential cells by family puts the most area in AND-OR/OR-AND gates. The initial antenna violation count came to 1.

The final tally of max-slew violations stands at 0. Measured against its own limit, the worst slew margin works out to between 50% and 60%. TritonCTS built the clock tree.
-- kinds of logic (layout without fill, tap and decap cells) --
group | count (synthesis) | count (layout)
xor+xnor | 74 | 74
simple gates | 224 | 224
buf+inv | 193 | 238
fa+ha+maj | 137 | 137
compound gates | 379 | 379
flops | 239 | 239
mux | 211 | 211
-- synth_stat cells, types with 5 or more instances --
cell,number,share of area (%)
sky130_fd_sc_hd__o21ai_0,62,2.0
sky130_fd_sc_hd__inv_2,10,0.24
sky130_fd_sc_hd__ha_1,116,9.4
sky130_fd_sc_hd__o21bai_1,8,0.39
sky130_fd_sc_hd__nand3_1,5,0.16
sky130_fd_sc_hd__nor2_1,48,1.2
sky130_fd_sc_hd__and2_1,6,0.24
sky130_fd_sc_hd__nand2_1,67,1.6
sky130_fd_sc_hd__a221oi_1,5,0.28
sky130_fd_sc_hd__o22ai_1,16,0.65
sky130_fd_sc_hd__xor2_1,35,2.0
sky130_fd_sc_hd__buf_2,45,1.5
sky130_fd_sc_hd__xnor2_1,39,2.2
sky130_fd_sc_hd__buf_6,5,0.36
sky130_fd_sc_hd__a21oi_1,68,2.2
sky130_fd_sc_hd__mux2i_1,10,0.65
sky130_fd_sc_hd__inv_1,97,2.4
sky130_fd_sc_hd__o21ai_1,23,0.74
sky130_fd_sc_hd__a31oi_1,8,0.32
sky130_fd_sc_hd__nor2b_1,19,0.77
sky130_fd_sc_hd__fa_1,21,2.7
sky130_fd_sc_hd__a21o_1,27,1.3
sky130_fd_sc_hd__buf_4,9,0.44
sky130_fd_sc_hd__a211oi_1,11,0.53
sky130_fd_sc_hd__nand2b_1,17,0.69
sky130_fd_sc_hd__o221ai_1,7,0.40
sky130_fd_sc_hd__nor3_1,10,0.32
sky130_fd_sc_hd__clkbuf_1,26,0.63
sky130_fd_sc_hd__a22oi_1,49,2.4
sky130_fd_sc_hd__o21a_1,23,1.1
sky130_fd_sc_hd__mux2_2,197,14
sky130_fd_sc_hd__a222oi_1,24,1.6
sky130_fd_sc_hd__nand4_1,32,1.3
sky130_fd_sc_hd__dfrtp_1,239,39
-- worst max path at each step --
stage | start | endpoint | slack [ps] | depth (start not counted)
6_report | data[8] | index[1]$_DFFE_PP0P_ | 9660 | 26
5_1_grt | data[0] | index[1]$_DFFE_PP0P_ | 9190 | 25
4_1_cts | data[16] | index[1]$_DFFE_PP0P_ | 9650 | 25
-- per-layer routing --
layer | part of all wire, % | track usage [%] | wire length [um] | up-vias
li1 | - | - | - | 5313
met1 | 46 | 31.1 | 17900 | 5398
met2 | 46 | 32.7 | 17600 | 257
met3 | 5.8 | 4.12 | 2240 | 61
met4 | 2.2 | 4.25 | 854 | 2
met5 | 0.044 | 0 | 17 | -
-- cells in the final DEF, fill, tap and decap left out, drive strengths merged, types with 3 or more instances in the layout --
master | synthesis | layout
a211oi | 13 | 13
a21o | 27 | 27
a21oi | 74 | 74
a221oi | 5 | 5
a222oi | 24 | 24
a22oi | 49 | 49
a311oi | 4 | 4
a31oi | 9 | 9
and2 | 6 | 6
and3 | 4 | 4
buf | 60 | 22
clkbuf | 26 | 42
clkdlybuf4s50 | 0 | 64
dfrtp | 239 | 239
fa | 21 | 21
ha | 116 | 116
inv | 107 | 108
mux2 | 201 | 201
mux2i | 10 | 10
nand2 | 67 | 67
nand2b | 19 | 19
nand3 | 5 | 5
nand4 | 32 | 32
nor2 | 51 | 51
nor2b | 20 | 20
nor3 | 11 | 11
nor4 | 3 | 3
o211ai | 5 | 5
o21a | 25 | 25
o21ai | 90 | 90
o21bai | 9 | 9
o221ai | 7 | 7
o22ai | 16 | 16
xnor2 | 39 | 39
xor2 | 35 | 35
-- final cells by class --
class	instances	area share, %
well taps	511	3.69
repair buffers	86	4.64
inverters	107	2.36
clock inverters	3	0.332
multi-input cells	1025	49.9
flip-flops and latches	239	34.5
clock buffers	42	4.51
-- through the flow --
| stage | worst slack [ps] | cells | instance area [um2] | hold slack, ps |
|---|---|---|---|---|
| 2_1_floorplan | 8560 | 1457 | 15500 | 439 |
| 3_3_place_gp | 9150 | 1968 | 16500 | 462 |
| 3_5_place_dp | 9070 | 1968 | 16500 | 464 |
| 4_1_cts | 9650 | 2013 | 17300 | 479 |
| 5_1_grt | 9190 | 2013 | 17300 | 504 |
| 6_report | 9660 | 2013 | 17300 | 469 |
-- worst max-delay path, cell delays in order --
cell and delay, ps:
sky130_fd_sc_hd__clkdlybuf4s50_1 460, sky130_fd_sc_hd__ha_1 260, sky130_fd_sc_hd__fa_1 440, sky130_fd_sc_hd__nand2b_1 200, sky130_fd_sc_hd__a211oi_1 220, sky130_fd_sc_hd__o22ai_1 130
sky130_fd_sc_hd__and2_1 300, sky130_fd_sc_hd__nor2_1 270, sky130_fd_sc_hd__o21ai_0 140, sky130_fd_sc_hd__o21ai_1 200, sky130_fd_sc_hd__fa_1 440, sky130_fd_sc_hd__inv_1 60
sky130_fd_sc_hd__ha_1 250, sky130_fd_sc_hd__nor2b_1 140, sky130_fd_sc_hd__o21ai_0 140, sky130_fd_sc_hd__nand2b_1 120, sky130_fd_sc_hd__a21o_1 190, sky130_fd_sc_hd__a21oi_1 170
sky130_fd_sc_hd__xor2_1 210, sky130_fd_sc_hd__ha_1 270, sky130_fd_sc_hd__a21o_1 180, sky130_fd_sc_hd__a21oi_1 140, sky130_fd_sc_hd__nor2b_1 60, sky130_fd_sc_hd__o21ai_0 180
sky130_fd_sc_hd__o311a_4 400, sky130_fd_sc_hd__mux2_1 350
